===== design/flow/design.v =====
module registerFile #(parameter RF_WIDTH=3, parameter DATA_WIDTH=16)
	(clk,
	reset, 
	readAddr1,
	readAddr2,
	readAddr3,
	readData1,
	readData2,
	readData3,
	writeEn,
	writeAddr,
	writeData);
	input clk, reset, writeEn;
	input [RF_WIDTH-1:0] readAddr1, readAddr2, readAddr3, writeAddr;
	input [DATA_WIDTH-1:0] writeData;
	output [DATA_WIDTH-1:0] readData1, readData2, readData3;
	reg [DATA_WIDTH-1:0] mem [2**RF_WIDTH-1:0];
	assign readData1 = mem[readAddr1];
	assign readData2 = mem[readAddr2];
	assign readData3 = mem[readAddr3];
	integer i;
	always @(posedge clk) begin
		if(reset) begin
			for (i=0; i<2**RF_WIDTH; i=i+1) 
				mem[i] <= {DATA_WIDTH{1'b0}};
		end
		else if(writeEn && writeAddr!='d0) begin
			mem[writeAddr]<=writeData;
		end
	end
endmodule

===== design/flow/run.sh =====
#!/bin/bash
# OpenROAD 26Q1-2900-gdf79404cd8, Yosys 0.63+post, stock flow scripts
make -C /OpenROAD-flow-scripts/flow DESIGN_CONFIG=/design/flow/config.mk WORK_HOME=/design/flow/orfs finish

===== design/flow/config.mk =====
export PLATFORM = sky130hd
export DESIGN_NAME = registerFile
export DESIGN_NICKNAME = registerFile
export VERILOG_FILES = /design/flow/design.v
export SDC_FILE = /design/flow/constraint.sdc
export NUM_CORES = 4
export LEC_CHECK = 1
export CORE_UTILIZATION = 40

===== design/flow/constraint.sdc =====
current_design registerFile

set clk_period 8.4
set clk_io_pct 0.2

create_clock -name clk0 -period $clk_period [get_ports {clk}]

set non_clock_inputs [all_inputs -no_clocks]
set_input_delay [expr $clk_period * $clk_io_pct] -clock clk0 $non_clock_inputs
set_output_delay [expr $clk_period * $clk_io_pct] -clock clk0 [all_outputs]

==> results.py <==
# Flow results
metrics = {
    "cts": {
        "postCtsSetupRepairBufs": 0,
        "holdBufCountCts": 0,
        "post_cts_resized": 0,
        "h-tree-depth": 4,
        "tritoncts": "yes",
        "cts.path.max_buffers": 2,
        "clock_sinks": 128,
        "path_clk_slew_ps": 60,
        "root_buffer": "clkbuf_16",
        "cts_made_buffers": 17,
    },
    "final_layout": {
        "layout.cells.non_filler": 827,
        "areaGrowthSynthToFinish_pct": 20.7,
        "regMostFlops": "mem",
        "reg_top3": "mem: 128 flops",
        "largest_reg_flops": 128,
        "drive_above_1_share_pct": 21.5,
        "final_cell_area_um2": 9520,
    },
    "yosys": {
        "yosys_cells": 468,
        "edf_count": 128,
        "topCellsByArea": "edfxtp_1 49%, mux4_1 28%, nor3_1 7.1%",
        "yosysTopAreaCellShare_pct": 48.8,
        "netlist_top_cells_count": "128 x edfxtp_1, 112 x nor3_1, 84 x mux4_1",
        "synthFlopType": "edfxtp_1",
        "ys_seq_elements": 128,
        "syn-cell-area_um2": 7880,
        "top_area_cell": "edfxtp_1",
        "ys_warn_count": 1,
        "syn_inst": 468,
        "synth_seq_share_pct": 48.8,
        "most_common_cell": "edfxtp_1",
        "synth_cell_types": 18,
        "synth_chip_area_um2": 7880,
        "synth_area_per_cell_um2": 16.8,
        "async_flop_share_pct": 0,
    },
    "final_timing": {
        "timing.fmax_mhz": 188,
        "period_used_pct": 63.4,
        "hold_viol": 0,
        "worst_slew_pin_slew_ps": 775,
        "slew_violations": 0,
        "period_minus_slack_ps": 5330,
        "slew_headroom_pct": 48.4,
        "rsz0062_at_grt": "false",
        "fin_ws_ps": 3070,
        "tns_ps": 0,
        "setup_viol_count_final": 0,
    },
    "critical_path": {
        "critPathCaptureType": "primary output",
        "worstSetupPathType": "input pin to primary output",
        "critPathMaxFanout": 32,
        "cpPeakStageDelay_ps": 460,
        "path_buffers": 3,
        "cp_common_cell": "clkdlybuf4s50_1",
        "slowest_stage": "clkdlybuf4s50_1",
        "required_ps": 6720,
        "path_cells": "clkdlybuf4s50_1, buf_4, mux4_1, mux2_2, clkdlybuf4s50_1",
        "worstSetupStartpointType": "input pin",
        "path_delay_family": "buffers and inverters",
        "crit_arrival_ps": 3650,
    },
    "pwr": {
        "power.total_mw": 1.79,
        "clkPwrFrac_pct": 40.5,
        "p_per_area_nw_per_um2": 188,
        "power_frac_seq_pct": 43.3,
        "vdd_drop_max_mv": 0.136,
        "power.share.combinational_pct": 16.2,
        "leakagePower_nw": 3.32,
        "p_sw_uw": 398,
        "intPower_mw": 1.39,
        "switching_share_pct": 22.3,
    },
    "placed_design": {
        "post-dp-hpwl_mm": 11.5,
        "io_buffer_count": 78,
        "dp_cells": 795,
        "gp_congestion": 0.824,
        "pre_cts_slack_ps": 3080,
        "placed_area_um2": 8940,
    },
    "global_routing": {
        "groute.usage.overall_pct": 21.5,
        "antenna_found_initial": 0,
        "grt_pass1_vias": 5158,
        "grt_start_max_net_pins": 69,
        "grt_pass1_wl_mm": 29.6,
        "grt_overflow": 0,
    },
    "status": {
        "status": "completed",
    },
    "detailed_routing": {
        "drtAntennaViolNets": 0,
        "drt_pass1_iterations": 4,
        "antennaDiodeCount": 0,
        "drt_iter0_drc": 249,
        "wl_mm": 19.1,
        "drc": 0,
        "routedWlPerCell_um": 23.1,
        "vias": 4842,
        "viasPerCell": 5.85,
    },
    "floorplan": {
        "fp_util_pct": 41.4,
        "die_area_um2": 20300,
        "ioPinCount": 79,
        "core_um2": 19000,
        "rows": 50,
        "die_h_um": 142,
        "die-width_um": 142,
    },
    "run": {
        "warning_count": 25,
        "cap_viol_max_count": 0,
    },
    "worst_hold_path": {
        "hold_path.class": "input pin to register",
    },
}
[metrics by stage]
step,util [%],hold slack [ps]
4_1_cts,50.0,2070
6_report,50.0,2070
3_3_place_gp,47.0,2500
3_5_place_dp,47.0,2500
5_1_grt,50.0,2120
2_1_floorplan,-,2030
[power groups by stage]
| stage | sequential [mW] | clock (mW) | combinational (mW) |
|---|---|---|---|
| after CTS | 0.774 | 0.732 | 0.293 |
| after global routing | 0.781 | 0.760 | 0.310 |
| final | 0.774 | 0.723 | 0.289 |
[layout by cell type (no fill, tap or decap)]
master and instances:
edfxtp_1 128, nor3_1 112, mux4_1 84, clkdlybuf4s50_1 75, mux2_2 48, buf_4 28
clkbuf_16 17, inv_1 16, conb_1 16, mux4_2 12, o21bai_1 6, clkinv_2 5
bufinv_16 3, clkbuf_1 3, buf_2 3, nand2b_1 2, clkinvlp_4 2, nand3b_1 1
or3b_2 1, nand2_1 1, or2_2 1, o21bai_2 1, clkinv_1 1, clkinv_4 1
[metal layers]
metal  GRT usage (%)  share of wire (%)  vias to the layer above
met5               0                  0                        -
met4            3.28                1.7                        0
met3            10.3                9.7                       21
met2            35.7                 52                      223
met1            27.4                 36                     2405
li1                -                  -                     2193
[logic make-up after synthesis]
group | share of synthesized area, %
buffers and inverters | 4.63
other | 0.0476
AND-OR/OR-AND | 0.667
multiplexers | 38.3
AND/OR/NAND/NOR | 7.60
flip-flops | 48.8
[final timing paths]
kind	startpoint	end	slack [ps]	cells past startpoint
worst min-delay path	writeData[10]	mem[1][10]	2070	3
worst max-delay path	readAddr3[2]	readData3[4]	3070	5
[layout make-up]
class                   instances  area [um2]
clock buffers                  20         437
clock inverters                12         143
fillers                      1556        9500
inverters                      16        60.1
multi-input cells             285        3730
flip-flops and latches        128        3840
well taps                     260         325
repair buffers                106         976
Power figures rest on the tool's default switching activity, not on a simulated workload.

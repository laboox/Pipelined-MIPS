<file path="/design/flow/design.v">
module MEM_stage
		#(parameter WIDTH=16, parameter DATA_WIDTH=16, parameter MID_WIDTH=1)
		(clk, reset, instrIn, instrOut, midSignalIn, midSignalOut, addr, writeData, readData, writeEn);
	parameter MEM_WIDTH = 8;
	input clk, reset;
	input [WIDTH-1:0] instrIn;
	output reg[WIDTH-1:0] instrOut;
	input [DATA_WIDTH-1:0] addr;
	reg [DATA_WIDTH-1:0] addrReg;
	output [DATA_WIDTH-1:0] readData;
	input [DATA_WIDTH-1:0] writeData;
	input writeEn;
	reg [DATA_WIDTH-1:0] writeDataReg;
	reg writeEnReg;
	always @(posedge clk) begin
		writeDataReg <= writeData;
	end
	input [MID_WIDTH-1:0] midSignalIn;
	output reg [MID_WIDTH-1:0] midSignalOut;
	always @(posedge clk) begin
		if(reset)
			writeEnReg <= 1'b0;
		else
			writeEnReg <= writeEn;
	end
	always @(posedge clk) begin
		if(reset)
			midSignalOut <= {MID_WIDTH{1'b0}};
		else
			midSignalOut <= midSignalIn;
	end
	always@(posedge clk) begin
		addrReg <= addr;
	end
	always@(posedge clk) begin
		if(reset)
			instrOut <= {WIDTH{1'b0}};
		else
			instrOut <= instrIn;
	end
	memory mem(.clk(clk), .reset(reset), .addr(addrReg[MEM_WIDTH-1:0]), .readData(readData), .writeData(writeDataReg), .writeEn(writeEnReg));
endmodule
module memory#(parameter MEM_WIDTH=8, parameter DATA_WIDTH=16)(clk, reset, addr, readData, writeData, writeEn);
	input clk, reset;
	input writeEn;
	input [MEM_WIDTH-1:0] addr;
	output [DATA_WIDTH-1:0] readData;
	input [DATA_WIDTH-1:0] writeData;
	reg [DATA_WIDTH-1:0] mem [0:2**MEM_WIDTH-1];
	assign readData = mem[addr];
	integer i;
	always @(posedge clk) begin
		if(reset) begin
			for (i=0; i<2**MEM_WIDTH; i=i+1) 
				mem[i] <= {DATA_WIDTH{1'b0}};
		end
		else if(writeEn==1) begin
			mem[addr] <= writeData;
		end
	end
endmodule
</file>
<file path="/design/flow/run.sh">
#!/bin/bash
# OpenROAD 26Q1-2900-gdf79404cd8, Yosys 0.63+post, stock flow scripts
make -C /OpenROAD-flow-scripts/flow DESIGN_CONFIG=/design/flow/config.mk WORK_HOME=/design/flow/orfs finish
</file>
<file path="/design/flow/config.mk">
export PLATFORM = sky130hd
export DESIGN_NAME = MEM_stage
export DESIGN_NICKNAME = MEM_stage
export VERILOG_FILES = /design/flow/design.v
export SDC_FILE = /design/flow/constraint.sdc
export NUM_CORES = 4
export LEC_CHECK = 1
export CORE_UTILIZATION = 30
</file>
<file path="/design/flow/constraint.sdc">
current_design MEM_stage

set clk_period 154.9
set clk_io_pct 0.2

create_clock -name clk0 -period $clk_period [get_ports {clk}]

set non_clock_inputs [all_inputs -no_clocks]
set_input_delay [expr $clk_period * $clk_io_pct] -clock clk0 $non_clock_inputs
set_output_delay [expr $clk_period * $clk_io_pct] -clock clk0 [all_outputs]
</file>
==> qor.txt <==
Setup TNS - 0 ps
Commonest non-fill, non-tap cells in the layout - 4,097 x and2_1, 4,096 x edfxtp_1, 1,024 x mux4_2
DP Area - 0.197 mm2
Final critical-path required period - 38,890 ps
Vias in the first global route - 103,000
Synth cell types - 22
Yosys chip area - 0.186 mm2
Crit-path cells - buf_4, buf_4, buf_12, buf_4, buf_4, buf_4, mux4_2, a22oi_1, a21oi_1, o41ai_1, nand4_1, clkdlybuf4s50_1
WP data required - 123,920 ps
Top logic family - simple AND/OR/NAND/NOR gates
Final Hold Vio Count - 0
Basic Gates by Area - 15.5%
Commonest flop - edfxtp_1
Die X - 789 um
Asr flop ratio synth - 0%
Io pins - 85
Setup CP Type - flop to primary output
Clock Latency Late Sink - 1030 ps
Yosys cell count - 11,800
Tightest Pin Transition - 1020 ps
Clk sink count - 4,138
IO buf count - 76
WHS Path Cells - 1
Initial antenna violation count - 32
PwrDens - 11.4 mW/mm2
Maximum clock rate - 25.7 MHz
Setup WS post-layout - 116,010 ps
Seq cells post-synth - 4,138
Largest net degree at the start of global routing - 119
Synth Warn # - 2
Pre-Place Util - 30.2%
Top cells, area - edfxtp_1 66%, and2_1 14%, mux4_2 12%
Antenna Nets Post-Route - 0
RR Startpoint - addrReg[0]$_DFF_P_
Area share, top type - 66.2%
Aoi share - 3.06%
Gr usage total - 17.5%
Max Slew Vio Count - 0
Critical Path AT - 7910 ps
Die Height - 789 um
Leakage - 75.3 nW
FA/HA/MAJ Cells, Area Fraction - 0%
Max incr delay on CP - 640 ps
# rows - 288
CTS root buf - clkbuf_16
Run status - complete, no violations
Worst R2R Path Depth - 9
R2R Setup Slk - 149,500 ps
TritonCTS clock tree - yes
Final wirelength - 517,000 um
Slowest CP cell - buf_4
Grt ovf - 0
Cell type with the largest total area - edfxtp_1
Hold Path End - mem.mem[214][5]$_SDFFCE_PN0P_
RSZ-0062 raised after global routing - no
Hold path start - writeDataReg[5]$_DFF_P_
GR Util met2 - 26.8%
Setup Slack @ Placement - 116,820 ps
First-pass GRT wire length - 741,000 um
Core area - 0.616 mm2
Clock Skews - 78.7 ps
Maximum VDD drop - 0.00000923 V
Worst setup startpoint - addrReg[0]$_DFF_P_
# DRC - 0
Synthesized cell area - 0.186 mm2
Post_cts resized - 0
Cells after Synth - 11,800
GR Util met1 - 20.6%
Synth Area per Inst - 15.7 um2
Busiest grt layer - met2
Mean number of vias per cell - 4.81
Placed cells - 19,400
Design Area, Final - 0.210 mm2
Synth Area in XOR/XNOR - 0%
Max-cap violations - 0
Worst rel slew slack - 31.8%
Mux share - 12.4%
Share of layout cells above drive strength 1 - 20.5%
Drt wl/cell - 25.6 um
Detailed Place HPWL - 307,000 um
# fillers - 57,500
Hold Crit Class - flop to flop
Die area - 0.623 mm2
Synth-to-layout area growth - 13.0%
CP Launch Type - flop
Max clock buf depth - 4
Number of synthesized flops with an enable pin - 4,096
Dominant logic cell type in the layout - and2_1
Worst-path fanout max - 66
Hold_buf cts - 0
Setup repair bufs after CTS - 0
Final std cells w/o fill - 20,200
R2r endpoint - mem.mem[49][3]$_SDFFCE_PN0P_
CTS Buf Count - 428
Via Count - 97,100
DR pass1 iterations - 5
Final Setup Violations - 0
Critical Path Sink Type - primary output
Met3 usage - 11.6%
DR iter-0 viols - 5,776
Htree depth - 5
Most frequent CP cell - buf_4
OpenROAD warning count - 43
Gpl congestion - 0.879
Seq share, synth - 66.6%
CTS clk-pin slew, worst paths - 60 ps
Period utilization - 25.1%
## cell type report
cell class | instances | area (um2) | share of cell area (%)
clock inverters | 254 | 2020 | 0.963
clock buffers | 530 | 11300 | 5.38
flip-flops and latches | 4138 | 124000 | 59.0
well taps | 8120 | 10200 | 4.84
multi-input cells | 6549 | 58000 | 27.6
repair buffers | 566 | 4580 | 2.18
diodes | 24 | 60.1 | 0.0286
## state kept, by name, summed over array words and instances, names as in the netlist
register,count
mem.mem,4096
instrOut,16
writeDataReg,16
addrReg,8
midSignalOut,1
writeEnReg,1
## worst max path at each step
stage                   to  cells past startpoint
finish        readData[10]                     12
global route  readData[10]                     11
CTS            readData[7]                     12
## cell families after synthesis
logic type | count (synthesis)
compound gates | 832
buf+inv | 1147
flops | 4138
mux | 1024
simple gates | 4693
## cell usage after synthesis (all sizes together) (29+ instances only)
library cell  instances
dfxtp                42
buf                 152
and2               4098
clkbuf              995
edfxtp             4096
nor2                259
a22oi               512
a21oi               256
mux4               1024
or2                 257
nand2                29
o41ai                64
## layer usage
metal | wire length (um) | part of all wire [%] | vias to the layer above
met3 | 79200 | 15 | 805
li1 | - | - | 43600
met5 | 888 | 0.17 | -
met4 | 16700 | 3.2 | 46
met2 | 245000 | 47 | 3922
met1 | 175000 | 34 | 48800
## power by group
part / switching, mW / internal [mW]
logic: 0.0951 / 0.0441
registers: 0.0101 / 1.25
clock network: 0.439 / 0.557
total: 0.544 / 1.86
## worst max-delay path, delay by kind of cell (launching register included)
kind                   cells  cell delay (ps)
AND-OR/OR-AND              3              850
AND/OR/NAND/NOR            1              620
multiplexers               1              550
flip-flops                 1              630
buffers and inverters      7             4000
## stage by stage
| stage | util, % | total power [mW] | hold WS (ps) |
|---|---|---|---|
| final | 34.1 | 2.40 | 731 |
| after global placement | 31.9 | 1.43 | 704 |
| after floorplan | - | 1.37 | 758 |
| after CTS | 34.1 | 2.42 | 737 |
| after detailed placement | 31.9 | 1.43 | 718 |
| after global routing | 34.1 | 2.47 | 747 |
Power figures rest on the tool's default switching activity, not on a simulated workload.
